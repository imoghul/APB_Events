==> config.mk <==
export PLATFORM = sky130hd
export DESIGN_NAME = events_to_apb_soln
export DESIGN_NICKNAME = events_to_apb_soln
export VERILOG_FILES = /design/flow/design.v
export SDC_FILE = /design/flow/constraint.sdc
export NUM_CORES = 4
export LEC_CHECK = 1
export CORE_AREA = 10 10 105 105
export DIE_AREA = 0 0 115 115
==> design.v <==
module events_to_apb_soln (
  input   wire         clk,
  input   wire         reset,
  input   wire         event_a_i,
  input   wire         event_b_i,
  input   wire         event_c_i,
  output  wire         apb_psel_o,
  output  wire         apb_penable_o,
  output  wire [31:0]  apb_paddr_o,
  output  wire         apb_pwrite_o,
  output  wire [31:0]  apb_pwdata_o,
  input   wire         apb_pready_i
);
  localparam ST_IDLE   = 2'b00;
  localparam ST_SETUP  = 2'b01;
  localparam ST_ACCESS = 2'b10;
  localparam EVENT_A_ADDR = 32'hABBA_0000;
  localparam EVENT_B_ADDR = 32'hBAFF_0000;
  localparam EVENT_C_ADDR = 32'hCAFE_0000;
  wire       apb_psel;
  wire       apb_penable;
  wire[31:0] apb_paddr;
  wire       apb_pwrite;
  wire[31:0] apb_pwdata;
  reg [31:0] apb_pwdata_q;
  reg [31:0] paddr_q;
  reg [31:0] nxt_paddr;
  reg [1:0]  state_q;
  reg [1:0]  nxt_state;
  wire       apb_state_setup;
  wire       apb_state_access;
  wire       event_seen;
  reg  [3:0] event_a_count_q;
  wire [3:0] nxt_event_a_count;
  reg  [3:0] event_b_count_q;
  wire [3:0] nxt_event_b_count;
  reg  [3:0] event_c_count_q;
  wire [3:0] nxt_event_c_count;
  wire       event_a_sel;
  wire       event_b_sel;
  wire       event_c_sel;
  assign event_seen = |{event_a_i, event_b_i, event_c_i,
                        event_a_count_q, event_b_count_q, event_c_count_q};
  always @(posedge clk or posedge reset)
    if (reset)
      state_q <= ST_IDLE;
    else
      state_q <= nxt_state;
  always @(*) begin
    nxt_paddr = paddr_q;
    case (state_q)
      ST_IDLE: begin
        if (event_seen) begin
          nxt_state = ST_SETUP;
          nxt_paddr = (event_a_i | (|event_a_count_q)) ? EVENT_A_ADDR :
                      (event_b_i | (|event_b_count_q)) ? EVENT_B_ADDR :
                                                         EVENT_C_ADDR;
        end else begin
          nxt_state = ST_IDLE;
        end
      end
      ST_SETUP: begin
        nxt_state = ST_ACCESS;
      end
      ST_ACCESS: begin
        if (apb_pready_i)
          nxt_state = ST_IDLE;
        else
          nxt_state = ST_ACCESS;
      end
      default: nxt_state = ST_IDLE;
    endcase
  end
  assign apb_state_setup  = (state_q == ST_SETUP);
  assign apb_state_access = (state_q == ST_ACCESS);
  assign apb_psel    = apb_state_setup | apb_state_access;
  assign apb_penable = apb_state_access;
  assign apb_pwrite  = apb_state_access;
  always @(posedge clk or posedge reset)
    if (reset)
      paddr_q <= EVENT_A_ADDR;
    else
      paddr_q <= nxt_paddr;
  assign apb_paddr = {32{apb_state_access}} & paddr_q;
  assign event_a_sel = apb_state_setup & (paddr_q == EVENT_A_ADDR);
  assign event_b_sel = apb_state_setup & (paddr_q == EVENT_B_ADDR);
  assign event_c_sel = apb_state_setup & (paddr_q == EVENT_C_ADDR);
  always @(posedge clk or posedge reset)
    if (reset) begin
      event_a_count_q <= 4'h0;
      event_b_count_q <= 4'h0;
      event_c_count_q <= 4'h0;
    end else begin
      event_a_count_q <= nxt_event_a_count;
      event_b_count_q <= nxt_event_b_count;
      event_c_count_q <= nxt_event_c_count;
    end
  assign nxt_event_a_count = event_a_sel ? {3'h0, event_a_i} :
                              event_a_count_q + {3'h0, event_a_i};
  assign nxt_event_b_count = event_b_sel ? {3'h0, event_b_i} :
                              event_b_count_q + {3'h0, event_b_i};
  assign nxt_event_c_count = event_c_sel ? {3'h0, event_c_i} :
                              event_c_count_q + {3'h0, event_c_i};
  assign apb_pwdata = (event_a_sel) ? (event_a_count_q) :
                      (event_b_sel) ? (event_b_count_q) :
                      (event_c_sel) ? (event_c_count_q) :
                                                    32'h0;
  always @(posedge clk or posedge reset)
    if (reset)
      apb_pwdata_q <= 32'h0;
    else if (apb_state_setup)
      apb_pwdata_q <= apb_pwdata;
  assign apb_psel_o     = apb_psel;
  assign apb_penable_o  = apb_penable;
  assign apb_paddr_o    = apb_paddr;
  assign apb_pwrite_o   = apb_pwrite;
  assign apb_pwdata_o   = apb_pwdata_q;
endmodule
==> run.sh <==
#!/bin/bash
# OpenROAD 26Q1-2900-gdf79404cd8, Yosys 0.63+post, stock flow scripts
make -C /OpenROAD-flow-scripts/flow DESIGN_CONFIG=/design/flow/config.mk WORK_HOME=/design/flow/orfs finish
==> constraint.sdc <==
current_design events_to_apb_soln

set clk_period 2.6
set clk_io_pct 0.2

create_clock -name clk0 -period $clk_period [get_ports {clk}]

set non_clock_inputs [all_inputs -no_clocks]
set_input_delay [expr $clk_period * $clk_io_pct] -clock clk0 $non_clock_inputs
set_output_delay [expr $clk_period * $clk_io_pct] -clock clk0 [all_outputs]
==> results_slide.txt <==
Synthesis and Place & Route Summary

Finish
  – Area Overhead vs Synth: 11.6%
  – Share of post-route cells with drive strength above 1: 10.0%
  – Final Cell Area: 0.00186 sq mm
  – Layout Cells excl Fill: 288
  – FILL cells: around 960

Logic synthesis
  – Synth flops: 24
  – Distinct cells, synth: 35
  – Top cells by area: dfrtp_1 31%, buf_4 25%, dfstp_2 4.7%, ha_1 4.5%, a22o_1 2.6%
  – Main flop type: dfrtp_1
  – Most frequent cell after synthesis: buf_4
  – Count of library flops with an enable pin: 0
  – Post-synth top area share: roughly a third
  – Mapped cell area: between 0.0015 and 0.002 sq mm
  – Post-synth top area cell: dfrtp_1
  – Synth warnings: 1
  – Yosys Chip Area: between 0.0015 and 0.002 sq mm
  – Top post-synthesis cells by count: 56 x buf_4, 21 x dfrtp_1, 9 x nor2_1
  – Share of flip-flops with an asynchronous set or reset: 100%
  – Ys cells: 162
  – Syn avg cell area: 10.3 sq um
  – Post-synth seq share: around 36%
  – Mapped Cells: 162

Power and ir drop
  – Peak VDD IR: between 0.15 and 0.2 mV
  – Pwr Density: ~600 mW/mm^2
  – Static Leak: roughly 0.85 nW

Clock network
  – Clock Path Buffers: 2
  – Total CTS buffers: 3
  – Reg clk slew, reported paths: about 0.080 ns
  – Post-CTS Hold Buffers: 0
  – CTS tree: yes
  – Sink Count: 24
  – Post-CTS resize count: 0
  – Root buffer cell: clkbuf_8
  – H-tree depth: 1
  – Number of setup buffers added after CTS: 0
  – Late-Pin Clk Latency: around 0.26 ns

Place
  – Dpl cells: roughly 280
  – # port buffers: 27
  – Placer's final routability congestion estimate: ~0.84
  – Area after DPL: between 0.0015 and 0.002 sq mm
  – Dpl hpwl: 2.73 mm

Worst setup path
  – FF-to-FF End: event_a_count_q[0]
  – Reg2reg path depth: 3
  – Critical Path AT: approximately 1.6 ns
  – CP Max Fanout: 18
  – Worst r2r src: paddr_q[24]
  – Critical Path RT: between 2 and 2.5 ns
  – Critical Path End Type: output port
  – Startpoint types: register
  – Setup CP Type: reg -> out
  – Worst reg-to-reg setup slack: 0.94 ns

STA
  – Measured slew at the worst slew-check pin: ~0.54 ns
  – Max-slew headroom: between 60 and 70%
  – Worst clock skew: slightly above 0.003 ns
  – Final setup fails: 0
  – Max Slew Vio Count: 0
  – Post-layout period usage: between 80% and 90%
  – Setup tns final: 0 ns
  – Fmax: 0.479 GHz
  – Final Hold Fails: 0
  – RSZ-0062 raised after global routing: no
  – Post-route minimum period: between 2 and 2.5 ns

Global routing
  – Total track usage: under 10%
  – Grt total ovfl: 0
  – Initial antenna violation count: 0
  – Largest net degree at the start of global routing: 25
  – Vias in the first global route: 1109
  – First-pass GRT wire length: about 5.5 mm

Hold path
  – Hold path start: paddr_q[22]
  – Min-Delay Endpoint: paddr_q[22]
  – Worst Hold Class: reg -> reg
  – Hold path depth: 2

Detailed routing
  – Initial DRC Count: approximately 54
  – Final WL: ~3.4 mm
  – DRC Markers: 0
  – # diodes: 0
  – WL per Instance: 11.9 microns
  – First drt pass iteration count: 4
  – Routed vias/inst: around 3.5
  – Via Count: a little over 1000
  – Antenna-violating nets left: 0

Flow run
  – Max Cap Viol: 0
  – Tool warnings: 25

Floorplanning
  – FP Rows: 34
  – Core area: slightly below 0.009 sq mm
  – Die height: around 120 microns
  – Ports: around 73
  – Chip width: about 120 microns
  – Fp_density: 19.0%
  – Die Area: ~0.013 sq mm

Outcome
  – Outcome: complete, no violations
-- registers in the layout, indices dropped and copies added, names as in the netlist --
| name | count |
|---|---|
| paddr_q | 5 |
| apb_pwdata_q | 4 |
| event_a_count_q | 4 |
| event_b_count_q | 4 |
| event_c_count_q | 4 |
| state_q | 3 |
-- how the worst max path moves through the flow --
stage / from / to / slack, ns / depth (start not counted)
final: state_q[1] / apb_paddr_o[28] / 0.51 / 2
after CTS: state_q[1] / apb_paddr_o[28] / 0.47 / 2
after global routing: state_q[1] / apb_paddr_o[18] / 0.39 / 2
-- layout make-up --
| cell class | count | area (sq um) | share of cell area, % |
|---|---|---|---|
| clock buffer | 4 | 45.0 | 2.42 |
| inverter | 6 | 22.5 | 1.21 |
| multi-input combinational | 118 | 778 | 41.8 |
| sequential | 24 | 604 | 32.4 |
| tap | 108 | 135 | 7.25 |
| timing repair buffer | 28 | 278 | 14.9 |
-- critical path: stages (launching register included) --
cell,delay (ns)
dfrtp_1,0.62
and2_1,0.22
clkdlybuf4s50_1,0.47
-- placed cells by master, fill, tap and decap left out, types with 2 or more instances in the layout --
cell             synthesis  routed
a221o_1                  4       4
a22o_1                   5       5
a22oi_1                  2       2
and2_1                   7       7
and3b_1                  2       2
clkbuf_8                 0       3
clkdlybuf4s50_1          0      27
conb_1                   1      45
dfrtp_1                 21      21
dfstp_2                  3       3
ha_1                     6       6
inv_1                    6       6
mux2_2                   3       3
nand2_1                  2       2
nand3_1                  3       3
nor2_1                   9       9
nor2b_1                  7       7
nor3_1                   2       2
or4_4                    2       2
xnor2_1                  3       3
xor2_1                   3       3
-- per-stage QoR --
step | setup WS, ns | hold WS (ns) | utilization, % | total power, mW
2_1_floorplan | 1.04 | 0.508 | - | 0.866
3_3_place_gp | 0.510 | 0.539 | 20.7 | 0.898
3_5_place_dp | 0.488 | 0.539 | 20.7 | 0.909
4_1_cts | 0.469 | 0.563 | 21.3 | 1.13
5_1_grt | 0.388 | 0.590 | 21.3 | 1.21
6_report | 0.513 | 0.562 | 21.3 | 1.12
-- logic make-up after synthesis --
| family | count (synthesis) | share of synthesized area (%) |
|---|---|---|
| other | 1 | 0.225 |
| buffers and inverters | 64 | 27.1 |
| XOR/XNOR | 6 | 3.15 |
| multiplexers | 3 | 2.02 |
| AND-OR/OR-AND | 19 | 11.5 |
| AND/OR/NAND/NOR | 39 | 15.4 |
| adder cells (fa/ha/maj) | 6 | 4.50 |
| flip-flops | 24 | 36.2 |
-- routing by layer --
| metal | routed length (microns) | track usage, % | up-vias |
|---|---|---|---|
| met4 | 13 | 0.413 | 0 |
| met2 | 1480 | 7.36 | 46 |
| met1 | 1590 | 6.77 | 487 |
| li1 | - | - | 487 |
| met5 | 0 | 0 | - |
| met3 | 327 | 1.79 | 2 |
-- power breakdown --
group | switching (mW) | internal [mW]
sequential | 0.123 | 0.473
combinational | 0.139 | 0.164
clock | 0.109 | 0.109
total | 0.371 | 0.746
Power and IR drop assume default switching activity.
